==> flow/design.v <==
`timescale 1ns / 1ps
module asyn_fifo(full,empty,rd,
                                 wrt,clk_wrt,clk_rd,reset,rd_en,wrt_en);
input [3:0]wrt;
input clk_wrt,clk_rd,reset,rd_en,wrt_en;
output reg [3:0]rd;
output full,empty;
reg [3:0] memory[7:0];
reg [3:0] rd_ptr,wrt_ptr; 
always@(posedge clk_wrt)
begin
    if(reset)begin
        wrt_ptr<=0;
    end
    else if(wrt_en && !full)begin
        memory[wrt_ptr[2:0]]<=wrt;
        wrt_ptr<=wrt_ptr+1;
    end
end
always@(posedge clk_rd)
begin
    if(reset)begin
        rd_ptr<=0;
    end
    else if(rd_en && !empty)begin
        rd<=memory[rd_ptr[2:0]];
        rd_ptr<=rd_ptr+1;
    end
end
wire [3:0] b_g_rd,b_g_wrt;
assign b_g_rd=(rd_ptr^(rd_ptr>>1));
assign b_g_wrt=(wrt_ptr^(wrt_ptr>>1));
reg [3:0]wrt_sync1,wrt_sync2,rd_sync1,rd_sync2;
always@(posedge clk_rd)
begin
    if(reset)begin
        wrt_sync1<=0;
        wrt_sync2<=0;
    end
    else begin
        wrt_sync1<=b_g_wrt;
        wrt_sync2<=wrt_sync1;
    end
end
always@(posedge clk_wrt)
begin
    if(reset)begin
        rd_sync1<=0;
        rd_sync2<=0;
    end
    else begin
        rd_sync1<=b_g_rd;
        rd_sync2<=rd_sync1;
    end
end
assign full=(rd_sync2[3]!=wrt_sync2[3] && rd_sync2[2]!=wrt_sync2[2] && rd_sync2[1:0]==wrt_sync2[1:0]);
assign empty=(rd_sync2==wrt_sync2);
endmodule
==> flow/run.sh <==
#!/bin/bash
# OpenROAD 26Q1-2900-gdf79404cd8, Yosys 0.63+post, stock flow scripts
make -C /OpenROAD-flow-scripts/flow DESIGN_CONFIG=/design/flow/config.mk WORK_HOME=/design/flow/orfs finish
==> flow/config.mk <==
export PLATFORM = sky130hd
export DESIGN_NAME = asyn_fifo
export DESIGN_NICKNAME = asyn_fifo
export VERILOG_FILES = /design/flow/design.v
export SDC_FILE = /design/flow/constraint.sdc
export NUM_CORES = 4
export LEC_CHECK = 1
export CORE_UTILIZATION = 30
==> flow/constraint.sdc <==
current_design asyn_fifo

set clk_period 2.1
set clk_io_pct 0.2

create_clock -name clk0 -period $clk_period [get_ports {clk_rd}]
create_clock -name clk1 -period $clk_period [get_ports {clk_wrt}]

set non_clock_inputs [all_inputs -no_clocks]
set_input_delay [expr $clk_period * $clk_io_pct] -clock clk0 $non_clock_inputs
set_output_delay [expr $clk_period * $clk_io_pct] -clock clk0 [all_outputs]
==> impl_summary.log <==
[metrics] run summary
[metrics] Post-Synthesis Mean Instance Area: 15.0 sq um
[metrics] adder-cell area share of the yosys netlist: roughly 3.6%
[metrics] die area: around 8500 sq um
[metrics] Simple-Gate Area Share: about a tenth
[metrics] Highest Signal Layer: met4
[metrics] via count of the first global-routing pass: ~1300
[metrics] dominant logic cell types in the final layout: sky130_fd_sc_hd__edfxtp_1, sky130_fd_sc_hd__dfxtp_1, sky130_fd_sc_hd__nor2b_1, sky130_fd_sc_hd__clkdlybuf4s50_1
[metrics] flops out of synthesis: around 60
[metrics] number of warnings printed during yosys synthesis: 1
[metrics] tool warning count: 29
[metrics] number of failing hold endpoints at the final stage: 0
[metrics] Hold Path Stages: 1
[metrics] max_slew headroom: 43.6%
[metrics] area overhead of the layout relative to synthesis: 22.5%
[metrics] grt ovf: 0
[metrics] number of iterations in the first detailed-routing pass: 4
[metrics] drt wl/cell: 13.9 um
[metrics] worst path bufs/invs: 1
[metrics] Peak supply drop: around 0.33 mV
[metrics] library cells used by synthesis: 23
[metrics] Data arrival, critical path: ~1600 ps
[metrics] Worst R2R Path Depth: 4
[metrics] count of buffers from port buffering: 13
[metrics] Crit path max-delay family: buffers and inverters
[metrics] post-synthesis share of cell area spent on xor and xnor gates: under 10%
[metrics] Crit-path slowest cell: sky130_fd_sc_hd__clkdlybuf4s50_1
[metrics] wire length of the first global-routing pass: 6.55 mm
[metrics] worst min path class: flip-flop to flip-flop
[metrics] Fin Hold WS: approximately 440 ps
[metrics] post-cts sizing count: 3
[metrics] Yosys chip area: around 2400 sq um
[metrics] critical setup path kind: flip-flop to primary output
[metrics] number of pins exceeding their max-slew limit in the final report: 0
[metrics] metal1 wirelength: roughly 1.8 mm
[metrics] post-layout utilization of the core: a little under two fifths
[metrics] Max-cap violations: 0
[metrics] standard-cell rows: 32
[metrics] initial core utilization: between 30% and 40%
[metrics] initial antenna violation count: 0
[metrics] number of cells on the critical path: 3
[metrics] largest net degree at the start of global routing: 26
[metrics] # clock sinks: approximately 60
[metrics] proportion of synthesized chip area in sequential cells: between 60% and 70%
[metrics] number of design rule violations left after detail routing: 0
[metrics] kind of end point of the critical path: primary output
[metrics] Largest cells by area: sky130_fd_sc_hd__edfxtp_1, sky130_fd_sc_hd__dfxtp_1, sky130_fd_sc_hd__mux4_2, sky130_fd_sc_hd__mux2_2, sky130_fd_sc_hd__nor2b_1
[metrics] detailed-route via count: 1315
[metrics] startpoint class of the critical path: flip-flop
[metrics] Logic family by area: multiplexers
[metrics] clock slew seen by the registers of the worst setup and hold paths: 80 ps
[metrics] overall global routing resource usage: a little over a tenth
[metrics] fraction of synthesized cell area taken by the top area cell type: ~45%
[metrics] share of post-route cells with drive strength above 1: a little over a quarter
[metrics] critical path, cell by cell: xor2_2 -> nor4_1 -> clkdlybuf4s50_1
[metrics] Post-Synthesis Cell Area: between 2000 and 2500 sq um
[metrics] metal3 WL: 191 um
[metrics] n_diodes: 0
[metrics] data required time at the worst endpoint: between 1500 and 2000 ps
[metrics] biggest area consumer among synthesized cells: sky130_fd_sc_hd__edfxtp_1
[metrics] critical path's largest stage delay: approximately 500 ps
[metrics] wirelength, routed: 4.09 mm
[metrics] post-CTS repair timing setup buffer count: 0
[metrics] most common cell after layout, fill and taps aside: sky130_fd_sc_hd__edfxtp_1
[metrics] die height: ~92 um
[metrics] area fraction in mux cells: roughly 13%
[metrics] core region area: approximately 8000 sq um
[metrics] Worst Tran Pin Value: 834 ps
[metrics] number of standard cells reported by yosys: around 160
[metrics] final count of negative-setup-slack endpoints: 0
[metrics] DRT iter0 DRCs: approximately 74
[metrics] HPWL after DPL: roughly 3.0 mm
[metrics] synthesized netlist cell count: between 150 and 200
[metrics] post-detailed-route count of antenna-violating nets: 0
[metrics] final RePlAce weighted congestion: 0.771
[metrics] Leak Pwr: roughly 1.0 nW
[metrics] total met2 wirelength after detailed routing: about 2.0 mm
[metrics] post-synthesis compound-gate area fraction: 3.61%
[metrics] maximum fanout count along the critical path: 4
[metrics] Die Span X: ~92 um
[metrics] worst-case clock skew: 5.98 ps
[metrics] I/O pin count: 15
[metrics] power density over the cells: 787 nW/um^2
[metrics] TritonCTS clock tree: built
[metrics] run status: complete, no violations
[metrics] count of hold buffers inserted by post-cts repair: 0
[metrics] via density per instance: between 4 and 5
cell families after synthesis:
family / Yosys count
flops: 60
xor+xnor: 10
compound gates: 7
buf+inv: 12
simple gates: 46
fa+ha+maj: 7
mux: 20
power breakdown:
group	internal [W]	total, W	switching, W
clock	0.000518	0.000911	0.000393
combinational	0.0000747	0.000145	0.0000705
sequential	0.00127	0.00128	0.0000134
total	0.00186	0.00234	0.000477
state kept, by name, indices dropped and copies added, names as in the netlist:
register / flops
memory: 32
rd: 4
rd_ptr: 4
rd_sync1: 4
rd_sync2: 4
wrt_ptr: 4
wrt_sync1: 4
wrt_sync2: 4
final timing paths:
kind | endpoint | from | slack, ps
worst min register to register | wrt_sync2[3] | wrt_sync1[3] | 440
max in group clk1 | memory[5][0] | wrt_sync2[2] | 140
min in group clk1 | rd_sync2[2] | rd_sync1[2] | 440
worst min-delay path | wrt_sync2[3] | wrt_sync1[3] | 440
worst max register to register | memory[5][0] | wrt_sync2[2] | 140
worst max-delay path | empty | rd_sync2[1] | 40
worst register-to-register path, cell delays in order (launching register included):
cell and delay (ps):
sky130_fd_sc_hd__dfxtp_1 450, sky130_fd_sc_hd__xnor2_1 230, sky130_fd_sc_hd__o41ai_1 800, sky130_fd_sc_hd__nor3_1 100, sky130_fd_sc_hd__buf_4 190
metrics by stage:
| step | std cells | worst slack, ps | TNS, ps | cell area, sq um | total power (W) |
|---|---|---|---|---|---|
| after floorplan | 162 | 465 | 0 | 2430 | 0.00139 |
| after global placement | 283 | 164 | 0 | 2750 | 0.00146 |
| after detailed placement | 283 | 154 | 0 | 2750 | 0.00146 |
| after CTS | 295 | 13.5 | 0 | 2940 | 0.00236 |
| after global routing | 295 | -3.12 | -3.12 | 2970 | 0.00242 |
| final | 295 | 38.9 | 0 | 2970 | 0.00234 |
per-layer routing:
layer,GRT usage [%],up-vias
met4,2.08,0
met1,15.0,632
li1,-,645
met2,17.1,31
met5,0,-
met3,2.95,7
final cells by class:
cell class                 instances  area [sq um]
fill                             716          4790
sequential                        60          1570
multi-input combinational         90           871
timing repair buffer              25           220
tap                              102           128
clock buffer                       9           124
clock inverter                     3          42.5
inverter                           6          22.5
cells in the mapped netlist:
library cell               count
sky130_fd_sc_hd__nor4_1        1
sky130_fd_sc_hd__nand4_1       1
sky130_fd_sc_hd__mux2_1        2
sky130_fd_sc_hd__edfxtp_1     36
sky130_fd_sc_hd__dfxtp_1      24
sky130_fd_sc_hd__nand2b_1      2
sky130_fd_sc_hd__nor3_1        8
sky130_fd_sc_hd__xor2_1        4
sky130_fd_sc_hd__nor2b_1      18
sky130_fd_sc_hd__clkbuf_1      4
sky130_fd_sc_hd__a41oi_1       4
sky130_fd_sc_hd__nand3_1       2
sky130_fd_sc_hd__inv_1         6
sky130_fd_sc_hd__xnor2_1       6
sky130_fd_sc_hd__nand2_1       2
sky130_fd_sc_hd__mux4_2        8
sky130_fd_sc_hd__o41ai_2       1
sky130_fd_sc_hd__o41ai_4       1
sky130_fd_sc_hd__nor2_1       12
sky130_fd_sc_hd__mux2_2       10
sky130_fd_sc_hd__o41ai_1       1
sky130_fd_sc_hd__ha_1          7
sky130_fd_sc_hd__buf_2         2
Power figures rest on the tool's default switching activity, not on a simulated workload.
