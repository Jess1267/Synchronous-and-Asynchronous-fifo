--- run.sh ---
#!/bin/bash
# OpenROAD 26Q1-2900-gdf79404cd8, Yosys 0.63+post, stock flow scripts
make -C /OpenROAD-flow-scripts/flow DESIGN_CONFIG=/design/flow/config.mk WORK_HOME=/design/flow/orfs finish
--- design.v ---
`timescale 1ns / 1ps
module sync_fifo(full,empty,rd,
                                wrt_en,rd_en,clk,rst,wrt);
input wrt_en,rd_en,clk,rst;
input [3:0]wrt;
output reg [3:0]rd;
output full, empty;
reg [3:0] memory[7:0];
reg [3:0] rd_ptr,wrt_ptr;
assign empty = (rd_ptr[2:0]==wrt_ptr[2:0] && rd_ptr[3]==wrt_ptr[3]);
assign full = (rd_ptr[2:0]==wrt_ptr[2:0] && rd_ptr[3]!=wrt_ptr[3]);
always @(posedge clk)
begin
    if(rst)begin 
        wrt_ptr<=0;
    end
    else if(wrt_en && !full)begin
        memory[wrt_ptr[2:0]]<=wrt;
        wrt_ptr<=wrt_ptr+1;
    end
end
always @(posedge clk)
begin
    if(rst)begin 
        rd_ptr<=0;
        rd<=0;
    end
    else if(rd_en && !empty)begin
        rd<=memory[rd_ptr[2:0]];
        rd_ptr<=rd_ptr+1;
    end
end
endmodule
--- constraint.sdc ---
current_design sync_fifo

set clk_period 4.5
set clk_io_pct 0.2

create_clock -name clk0 -period $clk_period [get_ports {clk}]

set non_clock_inputs [all_inputs -no_clocks]
set_input_delay [expr $clk_period * $clk_io_pct] -clock clk0 $non_clock_inputs
set_output_delay [expr $clk_period * $clk_io_pct] -clock clk0 [all_outputs]
--- config.mk ---
export PLATFORM = sky130hd
export DESIGN_NAME = sync_fifo
export DESIGN_NICKNAME = sync_fifo
export VERILOG_FILES = /design/flow/design.v
export SDC_FILE = /design/flow/constraint.sdc
export NUM_CORES = 4
export LEC_CHECK = 1
export CORE_UTILIZATION = 40
==> results_dict.tcl <==
# yosys + openroad results
set metrics [dict create \
    drive_gt1_frac 0.209 \
    antenna_found_initial 0 \
    place_hpwl_mm 2.20 \
    setup_viol 0 \
    syn_inst 120 \
    gr-total-overflow 0 \
    routed_wl_mm 3.11 \
    power_frac_clock 0.277 \
    regArea_mm2 0.00120 \
    vias 983 \
    initial_utilization 0.426 \
    worst_pin_slew_ps 951 \
    grt_pass1_wl_mm 5.10 \
    io_buffers 13 \
    grt_max_degree 14 \
    dr.first_iter.drc_count 34 \
    cts_setup_buffers 0 \
    status "completed" \
    post_drt_via_cell_ratio 5.28 \
    finalCriticalPeriod_ps 3210 \
    cts.repair.resized 0 \
    rsz0062_at_grt "no" \
    htree_levels 2 \
    synthDistinctLibCells 28 \
    crit_arrival_ps 2310 \
    max_freq_ghz 0.312 \
    cts_buffers 5 \
    syn-mean-instance-area_um2 15.9 \
    critPathKind "flip-flop to output port" \
    ys_area_mm2 0.00191 \
    internal_power_uw 627 \
    tool_warnings 25 \
    ys_ff 44 \
    synth-main-ff-cell "edfxtp_1" \
    critical_path.slowest_cell "dfxtp_1" \
    p_sw_uw 192 \
    path_max_fanout 12 \
    rows 24 \
    p_leak_nw 0.710 \
    dr.pass1.iters 18 \
    comb_area_um2 619 \
    path_buffers 1 \
    setup_slack_ps 1290 \
    cts-hold-fix-buffers 0 \
    yosysWarnings 1 \
    critPathMaxStageDelay_ps 830 \
    num_io_pins 14 \
    ys_seq_frac 0.630 \
    power_frac_seq 0.580 \
    n_antenna_cell 0 \
    fin_tns_setup_ps 0 \
    maxCapViolCount 0 \
    numClockSinks 44 \
    vdd_drop_max_mv 0.129 \
    ys_cells 120 \
    p_comb_frac 0.142 \
    hold_class "flip-flop to flip-flop" \
    drt.antenna.violating_nets 0 \
    clk-insertion-delay-late_ps 290 \
    dieArea_mm2 0.00504 \
    finalClockSkew_ps 5.39 \
    power.density_mw_per_mm2 387 \
    place_worst_setup_slack_ps 1350 \
    clk_pin_slew_ps 70 \
    r2r_setup_slack_ps 1860 \
    hold_viol 0 \
    die_h_um 71.0 \
    synth_area_mm2 0.00191 \
    grt_pass1_vias 1019 \
    maxSlewViolCount 0 \
    track_usage 0.145 \
    critPathLaunchType "flip-flop" \
    cp.required_ps 3600 \
    place_congestion 0.824 \
    timing.final.crit_share 0.713 \
    relSlewSlack 0.360 \
    drc_errors 0 \
    cp_cell_sequence "xor2_4 -> or2_2 -> nor3_1 -> clkdlybuf4s50_1" \
    swShare 0.235 \
    cts_tree "built" \
    path_delay_family "flip-flops" \
    clk_path_buf_depth 2 \
    cp-end-kind "output port" \
    die_w_um 71.0 \
    cts-root-buf "clkbuf_8" \
    fillers 365 \
    enable_flop_cells 32 \
    coreArea_mm2 0.00447 \
    syn_to_final_growth_pct 11.0 \
    ys_async_sr_fraction 0 \
    post_drt_wl_per_cell_um 16.7 \
]
==> flip-flops by register name, summed over array words and instances (netlist names) <==
register and count:
memory 32, rd 4, rd_ptr 4, wrt_ptr 4
==> power groups by stage <==
stage	Combinational [mW]	Clock, mW	Sequential [mW]
after global routing	0.130	0.248	0.479
final	0.117	0.227	0.475
after CTS	0.119	0.232	0.476
==> routing by layer <==
metal,share of wire,vias up,track usage
met1,0.45,467,0.201
met4,0.010,0,0.0156
met5,0,-,0
met3,0.082,4,0.0939
met2,0.46,36,0.209
li1,-,476,-
==> layout by cell type (no fill, tap or decap), types with 2 or more instances in the layout <==
cell and count:
o21ai_0 3, or2_2 3, ha_1 2, nor3_1 2, xor2_1 5, nor2_1 13
mux4_2 8, clkbuf_8 5, mux2_2 4, clkdlybuf4s50_1 13, or3_2 2, nand3_1 2
inv_1 3, edfxtp_1 32, a21oi_1 3, dfxtp_1 12, nor4_1 4, mux2i_1 7
==> logic make-up after synthesis <==
group,after synthesis,synth area share
flip-flops,44,0.630
AND/OR/NAND/NOR,30,0.0801
multiplexers,19,0.155
buffers and inverters,10,0.0446
AND-OR/OR-AND,8,0.0348
XOR/XNOR,7,0.0420
adder cells (fa/ha/maj),2,0.0131
==> final timing paths <==
| kind | from | endpoint | cells after the start |
|---|---|---|---|
| max reg2reg | rd_ptr[2] | memory[1][3] | 5 |
| max | rd_ptr[1] | full | 4 |
| min | rd[0] | rd[0] | 2 |
| min reg2reg | rd[0] | rd[0] | 2 |
==> stage by stage <==
stage	utilization	cells	instance area (um^2)	power (mW)	hold slack, ps
final	0.473	186	2120	0.819	508
after global routing	0.473	186	2120	0.857	542
after CTS	0.473	186	2120	0.827	514
after floorplan	-	120	1910	0.568	440
after global placement	0.455	179	2030	0.601	482
after detailed placement	0.455	179	2030	0.604	495
==> layout make-up <==
| cell class | count | share of cell area |
|---|---|---|
| sequential | 44 | 0.568 |
| multi-input combinational | 66 | 0.293 |
| timing repair buffer | 14 | 0.0651 |
| clock buffer | 5 | 0.0325 |
| tap | 52 | 0.0308 |
| clock inverter | 2 | 0.00591 |
| inverter | 3 | 0.00532 |
==> Yosys cell counts, types with 3 or more instances <==
| cell | n | share of area |
|---|---|---|
| a21oi_1 | 3 | 0.0079 |
| buf_6 | 4 | 0.024 |
| dfxtp_1 | 12 | 0.13 |
| edfxtp_1 | 32 | 0.50 |
| inv_1 | 3 | 0.0059 |
| mux2_2 | 4 | 0.024 |
| mux2i_1 | 7 | 0.037 |
| mux4_2 | 8 | 0.095 |
| nor2_1 | 13 | 0.026 |
| nor4_1 | 4 | 0.013 |
| o21ai_0 | 3 | 0.0079 |
| or2_2 | 3 | 0.0099 |
| xor2_1 | 5 | 0.023 |
==> worst reg2reg max path, delay by kind of cell (launching register included) <==
kind	cells	cell delay [ps]
AOI/OAI and AO/OA	1	110
xor gates and xnor gates	1	430
buffers and inverters	1	180
DFF	1	720
and+or+nand+nor	2	850
No activity file was given, so power comes from the tool's default toggle rates.
